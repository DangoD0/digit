==> flow/design.v <==
module m_4(clk_50mhz,clk_5hz,rst);
input clk_50mhz,rst;
output clk_5hz;
reg clk_5hz;
reg [31:0]cntl;
parameter N = 50000;
always @(posedge clk_50mhz)
if(!rst)
 begin
  cntl<=1'b0;
  clk_5hz<=1'b0;
 end
else 
 if(cntl<N/2-1)
  cntl<= cntl+1'b1;
 else
  begin 
   cntl<=1'b0;
   clk_5hz<=~clk_5hz;
  end
endmodule
==> flow/run.sh <==
#!/bin/bash
# OpenROAD 26Q1-2900-gdf79404cd8, Yosys 0.63+post, stock flow scripts
make -C /OpenROAD-flow-scripts/flow DESIGN_CONFIG=/design/flow/config.mk WORK_HOME=/design/flow/orfs finish
==> flow/config.mk <==
export PLATFORM = sky130hd
export DESIGN_NAME = m_4
export DESIGN_NICKNAME = m_4
export VERILOG_FILES = /design/flow/design.v
export SDC_FILE = /design/flow/constraint.sdc
export NUM_CORES = 4
export LEC_CHECK = 1
export CORE_AREA = 10 10 97 97
export DIE_AREA = 0 0 107 107
==> flow/constraint.sdc <==
current_design m_4

set clk_period 4.0
set clk_io_pct 0.2

create_clock -name clk0 -period $clk_period [get_ports {clk_50mhz}]

set non_clock_inputs [all_inputs -no_clocks]
set_input_delay [expr $clk_period * $clk_io_pct] -clock clk0 $non_clock_inputs
set_output_delay [expr $clk_period * $clk_io_pct] -clock clk0 [all_outputs]
==> metrics.yaml <==
run_status:
  status: "completed"
grt:
  first_global_vias: 738
  grt_start_max_net_pins: 16
  grt_first_pass_wirelength_microns: 3110
  antenna_found_initial: 0
  overflow: 0
  track_usage_pct: 3.18
final_timing:
  fin_setup_tns_ns: 0
  fmax_ghz: 0.530
  skew_ns: 0.00333
  timing.final.crit_period_ns: 1.89
  setup_violations: 0
  slew_violations: 0
  rsz0062_at_grt: "no"
  final-hold-violation-count: 0
  post-route-period-util_pct: 47.1
synthesis:
  yosys_cells: 105
  synth.area.top_cells: "dfxtp_1 (57%), xnor2_1 (6.7%), nor2_2 (4.8%)"
  ys_area_sq_um: 1170
  syn_inst: 105
  synth.distinct_cells: 27
  synth-edff-count: 0
  yosysTopAreaCell: "dfxtp_1"
  common_cells: "dfxtp_1 (33), nor2_2 (9), xnor2_1 (9)"
  yosysWarnings: 1
  ff_type: "dfxtp_1"
  ys_seq_share_pct: 56.5
  ys_async_sr_fraction_pct: 0
  syn_area_sq_um: 1170
  numSynthFlops: 33
  top_cell_area_share_pct: 56.5
  yosysMostFrequentCell: "dfxtp_1"
  avgSynthCellArea_sq_um: 11.1
setup_path:
  cp.arrival_ns: 1.09
  start_kind: "flip-flop"
  criticalPathCategory: "reg2out"
  crit_path_top_delay_cell: "clkdlybuf4s50_1"
  cp-end-kind: "primary output"
  max_stage_delay_ns: 0.47
  path_cells: "clkdlybuf4s50_1"
  path_buffers: 1
  crit_family: "buffers and inverters"
  worstPathMaxFanout: 3
  cp.required_ns: 3.20
place:
  place.port_buffers: 2
  gp_congestion: 0.790
  hpwl_microns: 1130
route:
  drt_wl_total_microns: 1650
  diodes: 0
  dr.pass1.iters: 4
  num_vias: 744
  ant_nets: 0
  drc: 0
  routed_via_density: 3.25
  dr.first_iter.drc_count: 25
  wl_per_cell_microns: 7.20
floorplan:
  fp.coreArea_sq_um: 7290
  fp_util_pct: 16.0
  design.die.area_sq_um: 11400
  die_height_microns: 107
  die_w_microns: 107
  ioPinCount: 3
  num_rows: 31
cts:
  cts_resized: 0
  htree_levels: 2
  holdBufCountCts: 0
  cts_inserted_buffers: 5
  postCtsSetupBuffers: 0
  cts_root_buffer: "clkbuf_8"
  cts_tree: "built"
  numClockSinks: 33
  clk_path_buf_depth: 2
  clk_pin_slew_ns: 0.07
  insertion_delay_ns: 0.28
final_layout:
  layout-drive-gt1-share_pct: 16.9
  area_delta_synth_final_pct: 26.3
  postLayoutCoreUtil_pct: 20.2
power:
  power_density_nw_per_um2: 443
  power_leakage_nw: 0.508
  peakVddDrop_v: 0.000120
job:
  maxCapViolCount: 0
  tool_warnings: 25
min_path:
  hp-class: "reg2reg"
-- cell usage in the layout, fill, tap and decap left out, drive strengths merged --
cell            n
clkbuf          5
and4bb          1
ha              1
conb           17
dfxtp          33
clkdlybuf4s50   2
clkinv          1
a31oi           1
xor2            3
xnor2           9
bufinv          1
nand3           8
and3            2
mux2i           1
nor4            3
nor3            6
nand2b          1
nand4           5
o211a           1
inv             3
or4             1
or3             1
clkinvlp        1
and4            1
nor2           18
nand2           2
a2111oi         1
a2111o          1
-- layer usage --
layer  track usage, %  up-vias  wire length (microns)
met5                0        -                      0
met2             4.96        9                    684
met1             3.89      333                    823
met3             1.39        4                     85
li1                 -      398                      -
met4            0.967        0                     56
-- power breakdown --
| group | switching (mW) | total, mW | internal (mW) |
|---|---|---|---|
| Clock | 0.120 | 0.306 | 0.186 |
| Combinational | 0.00314 | 0.00676 | 0.00362 |
| Sequential | 0.00309 | 0.342 | 0.338 |
-- through the flow --
| stage | hold WS, ns | area, sq um | total power, mW | instances | setup slack (ns) |
|---|---|---|---|---|---|
| floorplan | 0.430 | 1230 | 0.352 | 121 | 2.38 |
| global placement | 0.453 | 1360 | 0.355 | 221 | 2.09 |
| detailed placement | 0.462 | 1360 | 0.356 | 221 | 2.08 |
| CTS | 0.473 | 1480 | 0.668 | 229 | 2.09 |
| global route | 0.503 | 1480 | 0.683 | 229 | 2.02 |
| finish | 0.469 | 1480 | 0.654 | 229 | 2.11 |
-- final timing paths --
path,to,cells past startpoint,start,slack [ns]
worst max register to register,cntl[3],5,cntl[0],2.16
worst max-delay path,clk_5hz,1,clk_5hz,2.11
worst min register to register,clk_5hz,2,clk_5hz,0.47
worst min-delay path,clk_5hz,2,clk_5hz,0.47
-- final cells by class --
type,count,area [sq um]
Clock buffer,5,68.8
Clock inverter,3,46.3
Fill cell,820,5820
Inverter,3,11.3
Multi-Input combinational cell,84,546
Sequential cell,33,661
Tap cell,99,124
Timing Repair Buffer,2,20.0
-- registers in the layout, indices dropped and copies added (netlist names) --
| name | count |
|---|---|
| cntl | 32 |
| clk_5hz | 1 |
-- logic make-up after synthesis --
kind of cell / count (synthesis) / share of synthesized area (%)
simple gates: 49 / 25.6
flops: 33 / 56.5
xor+xnor: 12 / 8.99
compound gates: 4 / 4.71
buf+inv: 4 / 1.93
fa+ha+maj: 1 / 1.07
other cells: 1 / 0.321
mux: 1 / 0.857
Power figures rest on the tool's default switching activity, not on a simulated workload.
