### run.sh
#!/bin/bash
# OpenROAD 26Q1-2900-gdf79404cd8, Yosys 0.63+post, stock flow scripts
make -C /OpenROAD-flow-scripts/flow DESIGN_CONFIG=/design/flow/config.mk WORK_HOME=/design/flow/orfs finish
### constraint.sdc
current_design LED8_1

set clk_period 2.0
set clk_io_pct 0.2

create_clock -name clk0 -period $clk_period

set non_clock_inputs [all_inputs -no_clocks]
set_input_delay [expr $clk_period * $clk_io_pct] -clock clk0 $non_clock_inputs
set_output_delay [expr $clk_period * $clk_io_pct] -clock clk0 [all_outputs]
### design.v
module LED8_1(en,in1,in2,in3,in4,in5,in6,sel,out);
	input [3:0] in1,in2,in3,in4,in5,in6;
	input en;
	input [2:0] sel;
	output [3:0] out;
	reg [3:0] out;
	always @(en,in1,in2,in3,in4,in5,in6,sel)
	begin
		if(!en) out = 4'b1111;
		else case(sel)
			3'b000:out = in6;
			3'b001:out = in5;
			3'b010:out = in4;
			3'b011:out = in3;
			3'b100:out = 4'b0000;
			3'b101:out = in2;
			3'b110:out = 4'b0000;
			3'b111:out = in1;
		endcase
	end
endmodule
### config.mk
export PLATFORM = sky130hd
export DESIGN_NAME = LED8_1
export DESIGN_NICKNAME = LED8_1
export VERILOG_FILES = /design/flow/design.v
export SDC_FILE = /design/flow/constraint.sdc
export NUM_CORES = 4
export LEC_CHECK = 1
export CORE_AREA = 10 10 70 70
export DIE_AREA = 0 0 80 80
==> Slide: Implementation Results <==
Synthesis and Place & Route Summary

Final timing
  – Final hold vios: 0
  – Setup_tns: 0 ns
  – Hold slack: 1.35 ns
  – Slew @ Worst Pin: 0.305 ns
  – Post-route minimum period: 1.94 ns
  – Final Slew Violations: 0
  – Rel. slew slack: 0.794
  – RSZ-0062 raised after global routing: yes
  – Crit share post-route: 0.972
  – Setup Viol. Count Final: 0
  – Fmax: 0.514 GHz

Logic synthesis
  – Synthesis area per yosys: 240 um^2
  – XOR Share, Synth: 0
  – Simple Share, Synth: 0.151
  – Mux share: 0.385
  – Cell Area, Synth: 240 um^2
  – Top comb family, area: multiplexers
  – Post-Syn Instances: 32
  – Syn_area_per_cell: 7.51 um^2
  – Yosys Warn Count: 1
  – Yosys cell types: 15
  – Synth Area in Adders: 0
  – Seq share, synth: 0
  – Complex Gates by Area: 0.318
  – Yosys cell count: 32

Route
  – DRC: 0
  – Routed wire length: 1330 um
  – Wire length per cell: 11.3 um
  – DRT Pass-1 Iters: 1
  – Via Count: 390
  – DR iter-0 viols: 0
  – Ant diodes: 0
  – Post-route ant nets: 0
  – Vias/cell: 3.31

Final layout
  – Final cell count without fillers: 118
  – Flop count: 0
  – CLK BUF: 0
  – P&R area growth vs syn: 185%
  – Most frequent logic cell in the layout: clkdlybuf4s50_1
  – Filler cells: 400
  – Logic area: 213 um^2
  – Share of post-route cells with drive strength above 1: 0.250
  – Post-Layout Inst Area: 684 um^2
  – Most frequent cells in the layout: clkdlybuf4s50_1, mux2i_1, buf_4, buf_6
  – Flop area: 0 um^2

Floorplan
  – Die Span X: 80 um
  – Row cnt: 21
  – Die area: 6400 um^2
  – Initial Util: 0.0703
  – CORE AREA: 3420 um^2
  – Total I/O pin count: 32
  – Die y size: 80 um

GRT
  – GR Util All Layers: 0.0421
  – Initial antenna violation count: 0
  – Number of global-route vias before repair: 443
  – Grt ovf: 0
  – Largest net degree at the start of global routing: 9
  – First-pass GRT wire length: 2170 um

Setup path
  – Worst Path Required: 1.60 ns
  – Crit path kind: in2out
  – Worst Setup End Kind: output port
  – CP arrival: 1.54 ns
  – CP Launch Type: input pin
  – Crit-path max FO: 6

Placed design
  – GP Congestion: 0.710
  – I/O Buffers: 32
  – Post-DP HPWL: 1190 um
  – Placed Instances: 114
  – Dpl cell area: 647 um^2

Pwr
  – Total power: 124 uW
  – Static Leak: 0.304 nW
  – Power per Cell Area: 181 nW/um^2
  – Peak supply drop: 0.0444 mV

Job
  – Total of max-cap violations: 0
  – Tool warnings: 33

Clocking
  – Hold-fix buffers, CTS: 0

Hold path
  – Hold Crit Class: in2out

Status
  – Status: finished clean
==> logic make-up after synthesis <==
family          Yosys count
compound gates           10
buf+inv                   6
mux                       8
simple gates              8
==> routing by layer <==
| metal | global-route usage | up-vias | part of all wire | routed length, um |
|---|---|---|---|---|
| met2 | 0.0923 | 8 | 0.60 | 794 |
| met3 | 0.00227 | 0 | 0.015 | 20 |
| met1 | 0.0429 | 176 | 0.39 | 513 |
| met5 | 0 | - | 0 | 0 |
| li1 | - | 206 | - | - |
| met4 | 0 | 0 | 0 | 0 |
==> critical path, cell delays in order <==
cell	delay [ns]
dlygate4sd2_1	0.24
buf_6	0.13
buf_6	0.11
mux2i_1	0.15
nor2_1	0.07
a211o_1	0.26
clkdlybuf4s15_1	0.18
==> timing repair <==
| item | CTS | global route |
|---|---|---|
| endpoints found under the setup margin | 4 | 3 |
| buffers inserted | 3 | 0 |
| pin swaps | 2 | 4 |
| cloned | 1 | 0 |
| gates resized | 18 | 8 |
==> where the power goes <==
group	internal (mW)	switching, mW
Sequential	0	0
Combinational	0.0873	0.0369
Clock	0	0
Total	0.0873	0.0369
==> path summary, 6_finish.rpt <==
| path | slack (ns) | start | endpoint | depth (start not counted) |
|---|---|---|---|---|
| worst min-delay path | 1.35 | sel[2] | out[2] | 5 |
| worst max-delay path | 0.06 | sel[0] | out[1] | 7 |
==> area by class of cell <==
cell class / count / area share
multi-input combinational: 26 / 0.311
timing repair buffer: 43 / 0.589
tap: 46 / 0.0841
inverter: 3 / 0.0165
==> synthesized netlist by cell type <==
cell	number	area (um^2)
nor2_1	3	11.3
inv_1	3	11.3
nand3_1	3	15.0
mux4_2	1	22.5
buf_6	1	11.3
o41ai_1	3	26.3
o311ai_1	1	8.76
nand2b_1	1	6.26
buf_2	1	5.00
o21ai_0	1	5.00
mux2i_1	7	70.1
nand2_1	1	3.75
a211o_1	3	26.3
buf_4	1	7.51
o21ai_1	2	10.0
==> through the flow <==
stage / setup slack [ns] / util
2_1_floorplan: 0.568 / -
3_3_place_gp: -0.460 / 0.189
3_5_place_dp: -0.473 / 0.189
4_1_cts: 0.00923 / 0.201
5_1_grt: -0.0174 / 0.200
6_report: 0.0554 / 0.200
Power and IR drop assume default switching activity.
