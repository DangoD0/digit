## /design/flow/run.sh

```bash
#!/bin/bash
# OpenROAD 26Q1-2900-gdf79404cd8, Yosys 0.63+post, stock flow scripts
make -C /OpenROAD-flow-scripts/flow DESIGN_CONFIG=/design/flow/config.mk WORK_HOME=/design/flow/orfs finish
```

## /design/flow/config.mk

```make
export PLATFORM = sky130hd
export DESIGN_NAME = BCD_7
export DESIGN_NICKNAME = BCD_7
export VERILOG_FILES = /design/flow/design.v
export SDC_FILE = /design/flow/constraint.sdc
export NUM_CORES = 4
export LEC_CHECK = 1
export CORE_AREA = 10 10 70 70
export DIE_AREA = 0 0 80 80
```

## /design/flow/constraint.sdc

```tcl
current_design BCD_7

set clk_period 1.0
set clk_io_pct 0.2

create_clock -name clk0 -period $clk_period

set non_clock_inputs [all_inputs -no_clocks]
set_input_delay [expr $clk_period * $clk_io_pct] -clock clk0 $non_clock_inputs
set_output_delay [expr $clk_period * $clk_io_pct] -clock clk0 [all_outputs]
```

## /design/flow/design.v

```verilog
module BCD_7(data,a,b,c,d,e,f,g);
	input [3:0] data;
	output a,b,c,d,e,f,g;
	reg a,b,c,d,e,f,g;
	always @(data)
	begin
		case(data)
			4'b0000:{a,b,c,d,e,f,g} = 7'b1111110;
			4'b0001:{a,b,c,d,e,f,g} = 7'b0110000;
			4'b0010:{a,b,c,d,e,f,g} = 7'b1101101;
			4'b0011:{a,b,c,d,e,f,g} = 7'b1111001;
			4'b0100:{a,b,c,d,e,f,g} = 7'b0110011;
			4'b0101:{a,b,c,d,e,f,g} = 7'b1011011;
			4'b0110:{a,b,c,d,e,f,g} = 7'b1011111;
			4'b0111:{a,b,c,d,e,f,g} = 7'b1110000;
			4'b1000:{a,b,c,d,e,f,g} = 7'b1111111;
			4'b1001:{a,b,c,d,e,f,g} = 7'b1111011;
			4'b1010:{a,b,c,d,e,f,g} = 7'b1110111;
			4'b1011:{a,b,c,d,e,f,g} = 7'b0011111;
			4'b1100:{a,b,c,d,e,f,g} = 7'b1001110;
			4'b1101:{a,b,c,d,e,f,g} = 7'b0111101;
			4'b1110:{a,b,c,d,e,f,g} = 7'b1001111;
			4'b1111:{a,b,c,d,e,f,g} = 7'b1000111;
		endcase
	end
endmodule
```

==> impl_metrics.toml <==
# implementation run metrics
[outcome]
violations = "negative setup slack"
run_status = "finished with violations"

[detailed_routing]
drt_wl_total_um = 911
drt_iter0_drc = 4
vias_per_cell = 3.13
route.detailed.drc = 0
routedWlPerCell_um = 8.93
vias = 319
final_antenna_net_count = 0
drt-pass1-iter-count = 2
antennaDiodeCount = 0

[timing]
maxSlewHeadroom_pct = 88.0
finalHoldViolations = 0
tightest_slew_ns = 0.179
fin_crit_ns = 1.35
maxSlewViolCount = 0
finalClockPeriodUsage_pct = 135
setup_viol = 7
setup_slack_ns = -0.347
rsz0062_at_grt = "true"
fmax_ghz = 0.742

[floorplan]
coreArea_um2 = 3420
dieArea_um2 = 6400
die_y_um = 80
rows = 21
io_pins = 11
dieWidth_um = 80
fp_util_pct = 8.50

[power]
leakage_nw = 0.271
swShare_pct = 39.4
finalPower_mw = 0.242
pwr-share-clk_pct = 0
cellPowerDensity_nw_per_um2 = 362
p_int_mw = 0.147
p_sw_mw = 0.0954
comb_power_share_pct = 100.0
p_seq_share_pct = 0
irDropWorstVdd_v = 0.000150

[finish]
fillers = 386
drive_above_1_share_pct = 82.1
nClkBuffers = 0
flops = 0
area_growth_pct = 131
layout_top_cells = "8 x buf_6, 7 x buf_2, 6 x buf_4"
finalInstanceArea_um2 = 669
fin_util_pct = 19.6
regArea_um2 = 0
lay_top_count = "buf_6"

[global_routing]
grt_pass1_vias = 349
grt.total_usage_pct = 2.68
antenna_found_initial = 0
gr-total-overflow = 0
grt_max_degree = 6
grt_pass1_wl_um = 1500

[synthesis]
syn_avg_cell_area_um2 = 8.80
area_leaders = "ha_1 30%, mux4_1 9.1%, mux2_2 7.8%, mux2i_1 6.9%, inv_1 6.5%"
ys_seq_share_pct = 0
synth_stat.cells = 33
yosys_warnings = 1
yosysUniqueCellTypes = 18
top_area_cell = "ha_1"
ys_area_um2 = 290
netlist_instances = 33
synth.top_cell.area_share_pct = 30.2
syn-cell-area_um2 = 290

[critical_path]
cp_max_fo = 4
crit_slowest_cell = "o32a_1"
worst_setup_path_start_kind = "primary input"
path_buffers = 3
cp.required_ns = 0.80
crit_arrival_ns = 1.15
critical-path-max-stage-delay_ns = 0.35
endpoint_kind = "primary output"
crit_type = "primary input to primary output"
crit_chain = "buf_12 > clkinv_8 > ha_2 > nor2b_1 > o32a_1 > buf_2"
cp_top_family = "AND-OR/OR-AND gates"

[cts]
hold_buffers = 0

[placement]
io_buffers = 11
hpwl_um = 661
gp_congestion = 0.671
post_dp_cell_area_um2 = 528

[run]
tool_warnings = 41
maxCapViolCount = 0

[hold_path]
hold_path_class = "primary input to primary output"
==> area by class of cell <==
cell class,instances,area (um^2),share of cell area [%]
tap,46,57.6,8.60
multi-input combinational,26,348,52.0
timing repair buffer,25,220,32.9
inverter,5,43.8,6.54
==> final timing paths <==
kind | from | to | cells after the start
hold / removal | data[2] | c | 4
setup / recovery | data[0] | e | 6
==> tightest hold or removal path: cells and delay by family <==
family	cells	cell delay (ns)
buffers and inverters	3	0.31
AND-OR/OR-AND	1	0.13
==> metal layers <==
layer / part of all wire (%) / global-route usage, % / wire, um
met5: 0 / 0 / 0
met3: 6.1 / 0.568 / 56
met4: 0 / 0 / 0
met1: 45 / 3.38 / 414
met2: 48 / 4.82 / 439
==> power by group through the flow <==
| stage | combinational (mW) | sequential (mW) | clock, mW |
|---|---|---|---|
| 4_1_cts | 0.237 | 0 | 0 |
| 5_1_grt | 0.265 | 0 | 0 |
| 6_report | 0.242 | 0 | 0 |
==> timing repair <==
item / CTS / global route
pin swaps: 6 / 8
endpoints found under the setup margin: 7 / 7
gates cloned: 1 / 0
gates resized: 58 / 14
setup buffers: 8 / 1
==> cell usage after synthesis, drive strengths merged <==
| cell type | count |
|---|---|
| a21oi | 3 |
| o31a | 1 |
| nand2 | 1 |
| nor2b | 1 |
| mux2i | 2 |
| nand3b | 1 |
| a31o | 1 |
| buf | 2 |
| mux4 | 1 |
| mux2 | 3 |
| o32a | 1 |
| nand2b | 1 |
| or2b | 1 |
| nor3 | 2 |
| inv | 5 |
| ha | 7 |
==> per-stage QoR <==
step	std cells	setup WS, ns	TNS [ns]	hold slack (ns)
final	102	-0.347	-1.84	0.849
after detailed placement	94	-1.31	-8.26	1.53
after global placement	94	-1.29	-8.21	1.53
after floorplan	33	-0.0491	-0.0491	0.488
after global routing	102	-0.384	-2.08	0.883
after CTS	103	-0.439	-2.57	1.01
==> cell families after synthesis <==
kind of cell	count (synthesis)	synth area share (%)
muxes	6	28.9
AOI/OAI and AO/OA	6	14.7
adders and majority gates	7	30.2
buffers and inverters	7	12.1
and+or+nand+nor	7	14.2
No activity file was given, so power comes from the tool's default toggle rates.
